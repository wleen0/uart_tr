**flow/run.sh**
```bash
#!/bin/bash
# OpenROAD 26Q1-2900-gdf79404cd8, Yosys 0.63+post, stock flow scripts
make -C /OpenROAD-flow-scripts/flow DESIGN_CONFIG=/design/flow/config.mk WORK_HOME=/design/flow/orfs finish
```
**flow/config.mk**
```make
export PLATFORM = sky130hd
export DESIGN_NAME = uart_loop
export DESIGN_NICKNAME = uart_loop
export VERILOG_FILES = /design/flow/design.v
export SDC_FILE = /design/flow/constraint.sdc
export NUM_CORES = 4
export LEC_CHECK = 1
export CORE_UTILIZATION = 50
```
**flow/constraint.sdc**
```tcl
current_design uart_loop

set clk_period 3.4
set clk_io_pct 0.2

create_clock -name clk0 -period $clk_period [get_ports {clk}]

set non_clock_inputs [all_inputs -no_clocks]
set_input_delay [expr $clk_period * $clk_io_pct] -clock clk0 $non_clock_inputs
set_output_delay [expr $clk_period * $clk_io_pct] -clock clk0 [all_outputs]
```
**flow/design.v**
```verilog
module uart_loop(
    input        clk,
    input        reset,
    input  [7:0] uart_txd,       
    output [7:0] uart_rx_data    
);
parameter  clk_freq = 50000000;
parameter  uart_bps = 115200;
wire uart_tx_data;
uart_tx #(.clk_freq(clk_freq), .uart_bps(uart_bps))
    in_uart_tx(
    .clk(clk),
    .reset(reset),
    .uart_tx_data(uart_txd),
    .uart_txd(uart_tx_data)
    );
uart_rx #(.clk_freq(clk_freq), .uart_bps(uart_bps))
    in_uart_rx(
    .clk(clk),
    .reset(reset),
    .uart_rxd(uart_tx_data),
    .uart_rx_data(uart_rx_data)
);
endmodule
module uart_rx(
    input            clk,
    input            reset,
    input            uart_rxd,
    output reg [7:0] uart_rx_data
);
reg        uart_rxd_s0;
reg        uart_rxd_s1;
reg        uart_rxd_s2;
reg        rx_flag;
reg        uart_rx_done;
reg [15:0] baud_cnt;  
reg [3:0]  rx_cnt;
reg [8:0]  rx_data_temp;
wire       start_en;
parameter  clk_freq = 50000000;
parameter  uart_bps = 115200;
parameter  baud_cnt_max = clk_freq/uart_bps; 
always @(posedge clk or posedge reset) begin
    if(reset) begin
        uart_rxd_s0 <= 1'b0;
        uart_rxd_s1 <= 1'b0;
        uart_rxd_s2 <= 1'b0;
    end
    else begin
        uart_rxd_s0 <= uart_rxd;
        uart_rxd_s1 <= uart_rxd_s0;
        uart_rxd_s2 <= uart_rxd_s1;
    end
end
assign start_en = ((~uart_rxd_s1 & uart_rxd_s2) & ~rx_flag) ? 1'b1 : 1'b0;
always @(posedge clk or posedge reset) begin
    if(reset)
        rx_flag <= 1'b0;
    else if(start_en)
        rx_flag <= 1'b1;
    else
        rx_flag <= (baud_cnt == baud_cnt_max/2-1'b1 && rx_cnt== 4'd10) ? 1'b0 : rx_flag;
end
always @(posedge clk or posedge reset) begin
    if(reset)
        baud_cnt <= 16'b0;
    else
        baud_cnt <= (rx_flag && (baud_cnt < baud_cnt_max - 1'b1)) ? baud_cnt + 16'd1 : 16'd0;
end
always @(posedge clk or posedge reset) begin
    if(reset)
        rx_cnt <= 4'b0;
    else if(rx_flag)
        rx_cnt <= (baud_cnt == baud_cnt_max - 1'b1) ? rx_cnt + 4'd1 : rx_cnt;
    else
        rx_cnt <= 4'd0;
end
always @(posedge clk or posedge reset) begin
    if(reset) begin
        rx_data_temp <= 8'b0;
    end
    else if(rx_flag) begin
        if(baud_cnt == baud_cnt_max/2-1'b1 && rx_cnt <= 9) begin
            rx_data_temp <= {uart_rxd_s2, rx_data_temp[8:1]};
        end
        else if(baud_cnt == baud_cnt_max/2-1'b1 && rx_cnt == 10 && rx_data_temp[8]==1)
            rx_data_temp <= 9'd0;
        else
            rx_data_temp <= rx_data_temp;
        end
    else begin
        rx_data_temp <= 8'b0;
    end
end
always @(posedge clk or posedge reset) begin
    if(reset)
        uart_rx_done <= 1'b0;
    else if(baud_cnt == baud_cnt_max/2-1'b1 && rx_cnt == 4'd10 && rx_data_temp[8]==0)
        uart_rx_done <= 1'b1;
    else
        uart_rx_done <= 1'b0;        
end
always @(posedge clk or posedge reset) begin
    if(reset)
        uart_rx_data <= 8'b0;
    else if(baud_cnt == baud_cnt_max/2-1'b1 && rx_cnt == 4'd10 && rx_data_temp[8]==0)
        uart_rx_data <= rx_data_temp;
    else
        uart_rx_data <= uart_rx_data;
end
endmodule
module uart_tx(
    input       clk,
    input       reset,
    input [7:0] uart_tx_data,
    output reg  uart_txd
);
wire parity;
reg [7:0]  tx_data_temp;
reg uart_tx_busy;
reg [15:0] baud_cnt;
reg [3:0]  tx_cnt;
parameter  clk_freq = 50000000;
parameter  uart_bps = 115200;
parameter  baud_cnt_max = clk_freq/uart_bps;
always @(posedge clk or posedge reset) begin
    if(reset)
        tx_data_temp <= 8'd0;
    else
        tx_data_temp <= (tx_cnt <= 9) ? uart_tx_data : 8'd0;
end
always @(posedge clk or posedge reset) begin
    if(reset)
        baud_cnt <= 16'b0;
    else
        baud_cnt <= (uart_tx_busy && (baud_cnt < baud_cnt_max - 16'd1)) ? baud_cnt + 16'd1 : 16'd0;
end
always @(posedge clk or posedge reset) begin
    if(reset)
        tx_cnt <= 4'b0;
    else 
        tx_cnt <= (baud_cnt == baud_cnt_max - 4'd1) ? tx_cnt + 4'd1 : tx_cnt;
end
always @(posedge clk or posedge reset) begin
    if(reset) 
        uart_tx_busy <= 1'b0;
    else if (baud_cnt == baud_cnt_max/2-1'b1 && tx_cnt == 4'd10)
        uart_tx_busy <= 1'b0;
    else if(tx_cnt <=9)
        uart_tx_busy <= 1'b1;
    else
        uart_tx_busy <= uart_tx_busy;
end
assign parity = ^uart_tx_data;
always @(posedge clk or posedge reset) begin
    if(reset)
        uart_txd <= 1'b1;
    else if(uart_tx_busy) begin
        case(tx_cnt)
            4'd0: uart_txd <= 1'b0;              
            4'd1: uart_txd <= tx_data_temp[0];
            4'd2: uart_txd <= tx_data_temp[1];
            4'd3: uart_txd <= tx_data_temp[2];
            4'd4: uart_txd <= tx_data_temp[3];
            4'd5: uart_txd <= tx_data_temp[4];
            4'd6: uart_txd <= tx_data_temp[5];
            4'd7: uart_txd <= tx_data_temp[6];
            4'd8: uart_txd <= tx_data_temp[7];
            4'd9: uart_txd <= parity;             
            4'd10: uart_txd <= 1'b1;             
            default: ;
        endcase
    end
    else
        uart_txd <= 1'b1;
end
endmodule
```
==> summary.txt <==
run metrics: outcome=finished, final reports clean, worst-case reg-to-reg path depth=6, hpwl dp=3650 um, total routing usage reported by global routing=18.4%, average wire length per cell after detail routing=13.0 um, number of storage elements in the synthesis netlist=71, average cell area after synthesis=11.1 um^2, number of enable-type register cells in the synthesized netlist=0, timing-limited maximum frequency=0.406 GHz, FP Core Util=53.2%, sequential cell fraction of total power=52.0%, final WL=5300 um, Switch Pwr=343 uW, register-to-register setup slack=940 ps, Fin Hold WS=361 ps, worst setup path startpoint=in_uart_rx.baud_cnt[0], count of boundary I/O pins=18, fraction of registers with async set/reset=100%, tally of unique sky130hd cells used after synthesis=45, detailed-router iteration count before antenna repair=4, CTS tree=built, chip area=6810 um^2, cts-stage hold buffer count=0, Crit Path Max Fanout=10, unrepaired setup endpoints after global routing=no, Remaining Overflow, GRT=0, area delta synth->final=16.1%, biggest cell delay along the critical path=640 ps, clock insertion delay at the later pin of the skew report=350 ps, Top Family by Delay on Critical Path=simple AND/OR/NAND/NOR gates, Row Count=28, Worst path depth=6, total tool warning count=39, Max Buffers Root-to-Sink=2, sequential fraction of the synthesis area=54.8%, number of DRC markers in iteration 0=101, gp weighted congestion=0.807, Yosys Instances=292, setup skew after layout=9.76 ps, static leakage power=1.59 nW, count leader, synth=dfrtp_1, DR DRC count=0, CTS buffer count=9, Horiz. Die Dim=82.5 um, cell count of the worst hold path=0, cell resize tally after clock tree synthesis=0, buffers and inverters on the worst path=1, Fin. Hold Viols=0, residual antenna-violating net count after detailed routing=0, highest ir drop seen on vdd=0.385 mV, global-route wire length before repair=9170 um, via count=2130, Cell Pwr Density=441 nW/um^2, Slowest-stage cell, CP=or4b_2, top cells by area=dfrtp_1 54%, ha_1 6.6%, xnor2_1 3.8%, root buffer cell=clkbuf_8, part of the total power dissipated in combinational logic=3.4%, Crit Reg-Reg Startpoint=in_uart_rx.baud_cnt[0], H-tree depth reported by CTS=3, Antenna Cells=0, Vias/cell=5.22, proportion of layout cells with a drive suffix above 1=11.7%, WP data arrival=2670 ps, count of final max-slew check failures=0, clock power share=44.6%, met1 WL=2630 um, Yosys chip area=3240 um^2, port bufs=17, core outline area=6100 um^2, time the worst path needs with I/O delays and setup=2460 ps, worst slew pin tran=777 ps, post-route clock period utilization=72.4%, vertical die dimension=82.5 um, antenna violations before repair=0, design internal power=1.31 mW, total negative slack=0 ps, top_reg_cell synth=dfrtp_1, Final Total Pwr=1.66 mW, max-cap violation count=0, highest metal layer used by the detailed router=met4, switching share of power=20.7%, most area-hungry cell type in the Yosys netlist=dfrtp_1, Hold Startpoint=in_uart_rx.uart_rxd_s0, cell-by-cell listing of the critical path=inv_1, ha_1, or4b_2, nor4_4, a21o_1, o21ai_0, largest net degree at the start of global routing=31, Yosys top cell area share=54.0%, Critical Path Sink Type=flop, total length of routed met3 wires=253 um, Final setup viols=0, routed length on met2=2350 um, data required time of the critical path=3610 ps, Post-CTS Repair Setup Buffers=0, nature of the critical path startpoint=flop, Synth top cells by count=70 x dfrtp_1, 27 x nor2_1, 24 x o21ai_0, cells after synthesis=292, vias in the first global route=1922, netlist area before placement=3240 um^2, class of the most critical setup path=flop to flop, Hold Crit Class=flop to flop, number of warnings reported in the yosys synthesis log=2, clk sink count=71, clock transition at the registers of the reported paths=70 ps, Relative slew margins=48.2%
[cells by family (layout without fill, tap and decap cells)]
| logic type | count (synthesis) | count (layout) | share of synthesized area [%] |
|---|---|---|---|
| buffers and inverters | 21 | 49 | 2.55 |
| xor gates and xnor gates | 23 | 23 | 6.21 |
| DFF | 71 | 71 | 54.8 |
| and+or+nand+nor | 102 | 102 | 17.9 |
| adders and majority gates | 17 | 17 | 6.56 |
| AOI/OAI and AO/OA | 48 | 48 | 8.72 |
| muxes | 9 | 9 | 3.13 |
| other | 1 | 14 | 0.116 |
[worst register-to-register path, stage by stage (launching register included)]
cell and delay [ps]:
dfrtp_1 430, inv_1 100, ha_1 150, or4b_2 640
nor4_4 530, a21o_1 340, o21ai_0 140
[power by group through the flow]
stage / clock [mW] / sequential (mW) / combinational [mW]
4_1_cts: 0.768 / 0.862 / 0.0584
6_report: 0.740 / 0.862 / 0.0558
5_1_grt: 0.800 / 0.863 / 0.0653
[area by class of cell]
class                           instances  area, um^2
Tap cell                               75        93.8
Sequential cell                        71        1780
Timing Repair Buffer                   19         185
Fill cell                             517        2330
Clock buffer                           11         141
Multi-Input combinational cell        213        1430
Inverter                               14        52.6
Clock inverter                          5        81.3
[placed cells by master, fill, tap and decap left out, types with 10 or more instances in the layout]
cell type / Yosys / layout
nand4_1: 13 / 13
dfrtp_1: 70 / 70
clkbuf_8: 0 / 10
nand2_1: 12 / 12
nor2_1: 27 / 27
clkdlybuf4s50_1: 0 / 17
conb_1: 1 / 14
o21ai_0: 24 / 24
ha_1: 17 / 17
nand3_1: 12 / 12
inv_1: 14 / 13
xnor2_1: 14 / 14
[per-stage QoR]
step	setup WS [ps]	cells	cell area, um^2	util (%)
after floorplan	925	305	3290	-
after global placement	1060	392	3540	58.1
after detailed placement	997	392	3540	58.1
after CTS	963	408	3760	61.7
after global routing	752	408	3760	61.7
final	938	408	3760	61.7
[sequential cells by signal, summed over array words and instances, names as in the netlist]
name and count:
in_uart_rx.baud_cnt 16, in_uart_tx.baud_cnt 16, in_uart_rx.rx_data_temp 9, in_uart_rx.uart_rx_data 8
in_uart_tx.tx_data_temp 8, in_uart_rx.rx_cnt 4, in_uart_tx.tx_cnt 4, in_uart_rx.rx_flag 1
in_uart_rx.uart_rxd_s0 1, in_uart_rx.uart_rxd_s1 1, in_uart_rx.uart_rxd_s2 1, in_uart_tx.uart_tx_busy 1
in_uart_tx.uart_txd 1
[path summary, 6_finish.rpt]
path	end
max	in_uart_rx.rx_data_temp[5]
min	in_uart_rx.uart_rxd_s1
max reg2reg	in_uart_rx.rx_data_temp[5]
min reg2reg	in_uart_rx.uart_rxd_s1
max in group asynchronous	in_uart_tx.uart_txd
min in group asynchronous	in_uart_tx.baud_cnt[12]
[routing by layer]
layer,global-route usage (%),up-vias
li1,-,1077
met4,2.07,0
met5,0,-
met2,26.4,38
met3,5.13,5
met1,30.2,1010
Power is estimated from default activity; no workload was simulated.
